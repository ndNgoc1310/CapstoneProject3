==> design/flow/design.v <==
module gf_mul (
    input  logic [9:0] a,
    input  logic [9:0] b,
    output logic [9:0] y
);
    assign y[0] = (a[0] & b[0]) ^ (a[1] & b[9]) ^ (a[2] & b[8]) ^ (a[3] & b[7]) ^ (a[4] & b[6]) ^ (a[5] & b[5]) ^ (a[6] & b[4]) ^ (a[7] & b[3]) ^ (a[8] & b[2]) ^ (a[8] & b[9]) ^ (a[9] & b[1]) ^ (a[9] & b[8]);
    assign y[1] = (a[0] & b[1]) ^ (a[1] & b[0]) ^ (a[2] & b[9]) ^ (a[3] & b[8]) ^ (a[4] & b[7]) ^ (a[5] & b[6]) ^ (a[6] & b[5]) ^ (a[7] & b[4]) ^ (a[8] & b[3]) ^ (a[9] & b[2]) ^ (a[9] & b[9]);
    assign y[2] = (a[0] & b[2]) ^ (a[1] & b[1]) ^ (a[2] & b[0]) ^ (a[3] & b[9]) ^ (a[4] & b[8]) ^ (a[5] & b[7]) ^ (a[6] & b[6]) ^ (a[7] & b[5]) ^ (a[8] & b[4]) ^ (a[9] & b[3]);
    assign y[3] = (a[0] & b[3]) ^ (a[1] & b[2]) ^ (a[1] & b[9]) ^ (a[2] & b[1]) ^ (a[2] & b[8]) ^ (a[3] & b[0]) ^ (a[3] & b[7]) ^ (a[4] & b[6]) ^ (a[4] & b[9]) ^ (a[5] & b[5]) ^ (a[5] & b[8]) ^ (a[6] & b[4]) ^ (a[6] & b[7]) ^ (a[7] & b[3]) ^ (a[7] & b[6]) ^ (a[8] & b[2]) ^ (a[8] & b[5]) ^ (a[8] & b[9]) ^ (a[9] & b[1]) ^ (a[9] & b[4]) ^ (a[9] & b[8]);
    assign y[4] = (a[0] & b[4]) ^ (a[1] & b[3]) ^ (a[2] & b[2]) ^ (a[2] & b[9]) ^ (a[3] & b[1]) ^ (a[3] & b[8]) ^ (a[4] & b[0]) ^ (a[4] & b[7]) ^ (a[5] & b[6]) ^ (a[5] & b[9]) ^ (a[6] & b[5]) ^ (a[6] & b[8]) ^ (a[7] & b[4]) ^ (a[7] & b[7]) ^ (a[8] & b[3]) ^ (a[8] & b[6]) ^ (a[9] & b[2]) ^ (a[9] & b[5]) ^ (a[9] & b[9]);
    assign y[5] = (a[0] & b[5]) ^ (a[1] & b[4]) ^ (a[2] & b[3]) ^ (a[3] & b[2]) ^ (a[3] & b[9]) ^ (a[4] & b[1]) ^ (a[4] & b[8]) ^ (a[5] & b[0]) ^ (a[5] & b[7]) ^ (a[6] & b[6]) ^ (a[6] & b[9]) ^ (a[7] & b[5]) ^ (a[7] & b[8]) ^ (a[8] & b[4]) ^ (a[8] & b[7]) ^ (a[9] & b[3]) ^ (a[9] & b[6]);
    assign y[6] = (a[0] & b[6]) ^ (a[1] & b[5]) ^ (a[2] & b[4]) ^ (a[3] & b[3]) ^ (a[4] & b[2]) ^ (a[4] & b[9]) ^ (a[5] & b[1]) ^ (a[5] & b[8]) ^ (a[6] & b[0]) ^ (a[6] & b[7]) ^ (a[7] & b[6]) ^ (a[7] & b[9]) ^ (a[8] & b[5]) ^ (a[8] & b[8]) ^ (a[9] & b[4]) ^ (a[9] & b[7]);
    assign y[7] = (a[0] & b[7]) ^ (a[1] & b[6]) ^ (a[2] & b[5]) ^ (a[3] & b[4]) ^ (a[4] & b[3]) ^ (a[5] & b[2]) ^ (a[5] & b[9]) ^ (a[6] & b[1]) ^ (a[6] & b[8]) ^ (a[7] & b[0]) ^ (a[7] & b[7]) ^ (a[8] & b[6]) ^ (a[8] & b[9]) ^ (a[9] & b[5]) ^ (a[9] & b[8]);
    assign y[8] = (a[0] & b[8]) ^ (a[1] & b[7]) ^ (a[2] & b[6]) ^ (a[3] & b[5]) ^ (a[4] & b[4]) ^ (a[5] & b[3]) ^ (a[6] & b[2]) ^ (a[6] & b[9]) ^ (a[7] & b[1]) ^ (a[7] & b[8]) ^ (a[8] & b[0]) ^ (a[8] & b[7]) ^ (a[9] & b[6]) ^ (a[9] & b[9]);
    assign y[9] = (a[0] & b[9]) ^ (a[1] & b[8]) ^ (a[2] & b[7]) ^ (a[3] & b[6]) ^ (a[4] & b[5]) ^ (a[5] & b[4]) ^ (a[6] & b[3]) ^ (a[7] & b[2]) ^ (a[7] & b[9]) ^ (a[8] & b[1]) ^ (a[8] & b[8]) ^ (a[9] & b[0]) ^ (a[9] & b[7]);
endmodule
module rs_dec_kes (
    input  logic        clk,
    input  logic        rst_n,
    input  logic        start,             
    input  logic [9:0]  syndromes_in [29:0],  
    output logic        done,              
    output logic [9:0]  lambda [15:0],     
    output logic [9:0]  omega [15:0]       
);
    localparam T = 15;
    localparam K_STEPS = 30;  
    typedef enum logic [1:0] {IDLE, CALC, FINISH} state_t;
    state_t state;
    logic [9:0] lam_reg [15:0];
    logic [9:0] b_reg   [15:0];
    logic [9:0] omg_reg [15:0];
    logic [9:0] a_reg   [15:0];
    logic [9:0] syn_shift   [29:0];    
    logic [9:0] syn_window  [15:0];
    logic [9:0] delta, gamma;
    logic [4:0] k_cnt;   
    logic [4:0] L;       
    logic [9:0] del_term [15:0];   
    logic [9:0] lam_term    [15:0];     
    logic [9:0] del_term_b  [15:0];     
    logic [9:0] lam_next    [15:0];
    logic [9:0] omg_term    [15:0];     
    logic [9:0] del_term_a  [15:0];     
    logic [9:0] omg_next    [15:0];
    always_comb begin
        syn_window[0] = syndromes_in[k_cnt]; 
        for (int j = 1; j <= T; j++) begin
            syn_window[j] = syn_shift[j-1];
        end
    end
    genvar i;
    generate
        for (i = 0; i <= T; i++) begin : gen_delta_mul
            gf_mul u_mul_delta (
                .a(lam_reg[i]), 
                .b(syn_window[i]), 
                .y(del_term[i])
            );
        end
    endgenerate
    always_comb begin
        delta = 10'd0;
        for (int j = 0; j <= T; j++) begin
            delta = delta ^ del_term[j];
        end
    end
    generate
        for (i = 0; i <= T; i++) begin : gen_update_mul
            gf_mul u_mul_g_lam (.a(gamma), .b(lam_reg[i]), .y(lam_term[i]));
            logic [9:0] b_val;
            assign b_val = (i == 0) ? 10'd0 : b_reg[i-1];
            gf_mul u_mul_d_b   (.a(delta), .b(b_val),      .y(del_term_b[i]));
            gf_mul u_mul_g_omg (.a(gamma), .b(omg_reg[i]), .y(omg_term[i]));
            logic [9:0] a_val;
            assign a_val = (i == 0) ? 10'd0 : a_reg[i-1];
            gf_mul u_mul_d_a   (.a(delta), .b(a_val),      .y(del_term_a[i]));
        end
    endgenerate
    always_comb begin
        for (int j = 0; j <= T; j++) begin
            lam_next[j] = lam_term[j] ^ del_term_b[j];
            omg_next[j] = omg_term[j] ^ del_term_a[j];
        end
    end
    always_ff @(posedge clk or negedge rst_n) begin
        if (!rst_n) begin
            state <= IDLE;
            k_cnt <= 5'd0;
            done  <= 1'b0;
            for (int j=0; j<=T; j++) begin
                lam_reg[j] <= 10'd0; b_reg[j] <= 10'd0;
                omg_reg[j] <= 10'd0; a_reg[j] <= 10'd0;
            end
        end
        else begin
            case (state)
                IDLE: begin
                    done <= 1'b0;
                    if (start) begin
                        state <= CALC;
                        k_cnt <= 5'd0;
                        L     <= 5'd0;
                        gamma <= 10'd1;  
                        for (int j=0; j<K_STEPS; j++) syn_shift[j] <= 10'd0;
                        lam_reg[0] <= 10'd1; b_reg[0] <= 10'd1;
                        omg_reg[0] <= 10'd1; a_reg[0] <= 10'd0;  
                        for (int j=1; j<=T; j++) begin
                            lam_reg[j] <= 10'd0; b_reg[j] <= 10'd0;
                            omg_reg[j] <= 10'd0; a_reg[j] <= 10'd0;
                        end
                    end
                end
                CALC: begin
                    logic [9:0] d_curr;
                    d_curr = delta; 
                    for (int j=0; j<=T; j++) begin
                        lam_reg[j] <= lam_next[j];
                        omg_reg[j] <= omg_next[j];
                    end
                    if (d_curr != 0 && (2*L <= k_cnt)) begin
                        for (int j=0; j<=T; j++) begin
                            b_reg[j] <= lam_reg[j];
                            a_reg[j] <= omg_reg[j];
                        end
                        L <= k_cnt + 1 - L;
                        gamma <= d_curr;
                    end
                    else begin
                        for (int j=T; j>0; j--) begin
                            b_reg[j] <= b_reg[j-1];
                            a_reg[j] <= a_reg[j-1];
                        end
                        b_reg[0] <= 10'd0;
                        a_reg[0] <= 10'd0;
                    end
                    syn_shift[0] <= syndromes_in[k_cnt];
                    for (int j=1; j<T; j++) syn_shift[j] <= syn_shift[j-1];
                    if (k_cnt == K_STEPS - 1) begin
                        state <= FINISH;
                    end else begin
                        k_cnt <= k_cnt + 1;
                    end
                end
                FINISH: begin
                    done <= 1'b1;
                    state <= IDLE;  
                end
            endcase
        end
    end
    assign lambda = lam_reg;
    assign omega  = omg_reg;
endmodule
==> design/flow/run.sh <==
#!/bin/bash
# OpenROAD 26Q1-2900-gdf79404cd8, Yosys 0.63+post, stock flow scripts
make -C /OpenROAD-flow-scripts/flow DESIGN_CONFIG=/design/flow/config.mk WORK_HOME=/design/flow/orfs finish
==> design/flow/config.mk <==
export PLATFORM = sky130hd
export DESIGN_NAME = rs_dec_kes
export DESIGN_NICKNAME = rs_dec_kes
export VERILOG_FILES = /design/flow/design.v
export SDC_FILE = /design/flow/constraint.sdc
export NUM_CORES = 4
export LEC_CHECK = 1
export CORE_UTILIZATION = 50
export SYNTH_HDL_FRONTEND = slang
==> design/flow/constraint.sdc <==
current_design rs_dec_kes

set clk_period 43.9
set clk_io_pct 0.2

create_clock -name clk0 -period $clk_period [get_ports {clk}]

set non_clock_inputs [all_inputs -no_clocks]
set_input_delay [expr $clk_period * $clk_io_pct] -clock clk0 $non_clock_inputs
set_output_delay [expr $clk_period * $clk_io_pct] -clock clk0 [all_outputs]
==> ci_impl_report.md <==
### Yosys + OpenROAD results

| Metric | Value |
|---|---|
| Status | finished, violations left |
| Failing checks | max-capacitance violations, max-slew violations |
| Slew headroom | -33.4% |
| Num rows | 200 |
| Post-synth ARST share | 79.2% |
| Synth flops | 794 |
| Period minus WS final | 16,120 ps |
| Layout filler cell count | 27,600 |
| Clock Latency Late Sink | 970 ps |
| CP Cell Sequence | clkdlybuf4s50_1 > mux4_2 > mux2i_1 > o211ai_1 > and3_1 > nand2_1 > xnor2_1 > xnor3_1 > xnor3_1 > xnor3_4 > or4_1 > o21ai_4 > buf_4 > buf_4 > buf_4 > buf_4 > mux2i_1 > o21ai_1 |
| Clk slew on worst S/H paths | 60 ps |
| Vias per inst | 6.05 |
| Fp_density | 50.2% |
| Initial antenna violation count | 124 |
| GRT Total Usage | 54.3% |
| WL per Instance | 32.9 um |
| Commonest cells after routing, fill and taps aside | nand2_1, xnor2_1, xor2_1 |
| Die X-Extent | 548 um |
| Post-Place Setup Slack | 27,180 ps |
| Endpoint class of the critical path | flop |
| CTS root buf | clkbuf_16 |
| Largest net degree at the start of global routing | 118 |
| 1st-iter DRT viols | 19,400 |
| Final Worst Setup Slack | 27,780 ps |
| Worst setup path class | input pin to flop |
| MaxCap Viol Count | 4 |
| Mapped Area | 149,000 um2 |
| Ys Warns | 0 |
| Gr ovfl total | 0 |
| IO buf count | 623 |
| Actual slew at the worst max-slew pin | 1990 ps |
| Startpoint types | input pin |
| # clock sinks | 794 |
| Post-CTS Hold Buffers | 0 |
| Chip Area, Yosys | 149,000 um2 |
| Vias | 149,000 |
| Hold Crit Class | flop to flop |
| Vias in the first global route | 133,000 |
| Die height | 548 um |
| Highest clock rate | 0.0621 GHz |
| Share of layout cells above drive strength 1 | 6.93% |
| Post-layout period usage | 36.7% |
| Maximum clock path buffer count | 4 |
| Critical path buffers and inverters | 5 |
| CP dominant cell by count | buf_4 |
| Crit path max-delay family | buffers and inverters |
| CTS tree | built |
| Largest area contributor in the netlist | xnor2_1 |
| Fin Setup TNS | 0 ps |
| Top cell area share | 33.1% |
| Number of cells in Yosys stat | 20,900 |
| Fin util | 54.8% |
| Total core area | 297,000 um2 |
| Storage cell area | 20,700 um2 |
| Register area share after synthesis | 13.9% |
| Routed wire length | 808,000 um |
| CTS H-tree lvls | 3 |
| Die Area | 300,000 um2 |
| RSZ-0062 raised after global routing | false |
| Top cells, area | xnor2_1, nand2_1, dfrtp_1 |
| Crit-path max FO | 46 |
| Syn Area/Cell | 7.12 um2 |
| Critical Path AT | 16,900 ps |
| Final hold violation count | 0 |
| Routed Antenna Nets | 0 |
| Final setup violation count | 0 |
| Crit-path max cell delay | 830 ps |
| Number of CTS-inserted buffers | 118 |
| Crit path required time | 44,680 ps |
| Synthesized instance count | 20,900 |
| Unique cell types | 73 |
| Drt first pass iters | 10 |
| Hpwl dp | 538,000 um |
| RePlAce Congestion | 1.19 |
| CP max-delay cell | xnor3_4 |
| Top cell excl fill/tap | nand2_1 |
| Cts repair resizes | 0 |
| Final Skew | 108 ps |
| Log Warnings | 39 |
| First-pass GRT wire length | 1,110,000 um |
| Area delta synth->final | 9.06% |
| # IOs | 624 |
| Min Hold Slack | 473 ps |
| Gate Area | 120,000 um2 |
| Setup Buffers After CTS | 0 |
| Ys flop type | dfrtp_1 |
| Number of remaining DRC errors | 0 |
| EDFF count, synth | 165 |
| Slew Limit Fails | 8 |
[worst reg2reg max path, stage by stage, from the launching register on]
cell and delay (ps):
dfrtp_1 600, buf_4 340, buf_4 590, nand2_1 160, xor2_1 180, xnor2_1 1290, xnor2_1 320, xnor2_1 790
xnor2_1 170, xnor2_1 540, xnor3_1 520, xnor3_4 730, or4_1 570, o21ai_4 160, buf_4 490, buf_4 790
buf_4 810, buf_4 630, mux2i_1 330, o21ai_1 80
[per-stage QoR]
step,instances,area [um2]
2_1_floorplan,20900,149000
3_3_place_gp,24300,158000
3_5_place_dp,24300,158000
4_1_cts,24500,162000
5_1_grt,24500,162000
6_report,24600,162000
[cells in the mapped netlist, types with 5 or more instances]
library cell,number
mux2_2,254
xnor2_1,5637
xnor3_1,340
nor3_1,7
mux2i_1,325
buf_2,227
o21ai_0,620
clkbuf_1,1225
inv_1,83
o22ai_1,75
buf_1,470
dfrtp_1,628
xnor3_2,5
xor2_1,1454
a21oi_1,120
a211oi_1,14
a22oi_1,259
and2_1,13
nor2_1,146
a21o_1,7
nand3_1,14
edfxtp_1,165
a22o_1,55
a21bo_2,5
nor2b_1,19
and3_1,159
o21ai_1,273
a221oi_1,18
nand2b_1,97
o22a_1,19
nand2_1,7855
xnor2_2,59
o311a_1,5
o221ai_1,10
buf_6,60
nand3b_1,16
o211ai_1,12
ha_1,10
buf_4,57
nand4_1,5
a31oi_1,6
mux4_2,40
[cells by family (layout without fill, tap and decap cells)]
kind of cell               after synthesis  after routing  share of synthesized area (%)
AOI/OAI and AO/OA                     1525           1525                           6.05
xor gates and xnor gates              7499           7499                           47.6
other                                    0            129                              0
DFF                                    794            794                           13.9
buffers and inverters                 2125           1735                           5.99
and+or+nand+nor                       8344           8344                           21.6
muxes                                  621            621                           4.73
adders and majority gates               11             11                         0.0974
[final cells by class]
type	instances	area share [%]
Tap cell	3939	3.03
Timing Repair Buffer	1433	7.71
Clock inverter	66	0.503
Inverter	86	0.199
Clock buffer	150	2.01
Multi-Input combinational cell	18000	73.6
Sequential cell	794	12.8
Antenna cell	129	0.199
[registers in the layout, summed over array words and instances (netlist names)]
signal,flops
state,3
L,5
gamma,10
lambda,160
gen_update_mul.b_val,150
done,1
k_cnt,5
omega,160
syn_shift,150
gen_update_mul.a_val,150
[path summary, 6_finish.rpt]
check	startpoint	end	slack (ps)	cells past startpoint
max	syndromes_in[14]	gen_update_mul[12].b_val[7]$_DFFE_PN0P_	27780	18
min	state[1]$_DFF_PN0_	done$_DFFE_PN0P_	470	1
max reg2reg	lambda[52]$_DFFE_PN0P_	gen_update_mul[12].b_val[7]$_DFFE_PN0P_	33670	19
min reg2reg	state[1]$_DFF_PN0_	done$_DFFE_PN0P_	470	1
max in group asynchronous	rst_n	omega[155]$_DFFE_PN0P_	31650	7
min in group asynchronous	rst_n	lambda[111]$_DFFE_PN0P_	7780	1
[metal layers]
layer | track usage (%) | up-vias | part of all wire [%]
met4 | 31.4 | 96 | 7.2
met3 | 29.2 | 2790 | 16
met5 | 11.4 | - | 0.53
li1 | - | 63700 | -
met2 | 72.1 | 11600 | 39
met1 | 68.7 | 70600 | 37
